==> design.v <==
module eq_n (
    input  logic [31:0] a,      
    input  logic [31:0] b,      
    output logic [31:0] sum     
);
    logic cout_lower;   
    add16 adder_lower (
        .a(a[15:0]),            
        .b(b[15:0]),            
        .cin(1'b0),             
        .sum(sum[15:0]),        
        .cout(cout_lower)       
    );
    add16 adder_upper (
        .a(a[31:16]),           
        .b(b[31:16]),           
        .cin(cout_lower),       
        .sum(sum[31:16]),       
        .cout()                 
    );
endmodule
module add16 (
    input  logic [15:0] a,   
    input  logic [15:0] b,   
    input  logic        cin,  
    output logic [15:0] sum,  
    output logic        cout  
);
    logic [15:0] carry;       
    add1 adder0 (.a(a[0]), .b(b[0]), .cin(cin), .sum(sum[0]), .cout(carry[0]));
    genvar i;
    generate
        for (i = 1; i < 16; i = i + 1) begin: my_block_name
            add1 adder (.a(a[i]), .b(b[i]), .cin(carry[i-1]), .sum(sum[i]), .cout(carry[i]));
        end
    endgenerate
    assign cout = carry[15];
endmodule
module add1 (
    input  logic a,          
    input  logic b,          
    input  logic cin,        
    output logic sum,        
    output logic cout        
);
    assign {cout,sum} = a + b + cin;
endmodule
==> run.sh <==
#!/bin/bash
# OpenROAD 26Q1-2900-gdf79404cd8, Yosys 0.63+post, stock flow scripts
make -C /OpenROAD-flow-scripts/flow DESIGN_CONFIG=/design/flow/config.mk WORK_HOME=/design/flow/orfs finish
==> config.mk <==
export PLATFORM = sky130hd
export DESIGN_NAME = eq_n
export DESIGN_NICKNAME = eq_n
export VERILOG_FILES = /design/flow/design.v
export SDC_FILE = /design/flow/constraint.sdc
export NUM_CORES = 4
export LEC_CHECK = 1
export CORE_AREA = 10 10 82 82
export DIE_AREA = 0 0 92 92
==> constraint.sdc <==
current_design eq_n

set clk_period 40.2
set clk_io_pct 0.2

create_clock -name clk0 -period $clk_period

set non_clock_inputs [all_inputs -no_clocks]
set_input_delay [expr $clk_period * $clk_io_pct] -clock clk0 $non_clock_inputs
set_output_delay [expr $clk_period * $clk_io_pct] -clock clk0 [all_outputs]
==> flow_summary.yaml <==
# generated from flow reports
run_status:
  outcome: "complete, no violations"
logic_synthesis:
  top_cells_by_count: "buf_4 (32), fa_1 (30), inv_1 (5)"
  netlist_top_cells_area: "fa_1 (67%), buf_4 (27%), xor3_1 (2.7%)"
  postSynthSeqShare_pct: 0
  syn_area_um2: 896
  yosys.stat.chipArea_um2: 896
  ys_warn_count: 0
  syn_area_per_cell_um2: 13.0
  postSynthCellCount: 69
  synth.distinct_cells: 5
  yosys.area.top_type: "fa_1"
  yosysTopAreaCellShare_pct: 67.0
  post-synth-top-count-cell: "buf_4"
  yosys_cells: 69
clocking:
  post_cts_buffers: 0
  cts_hold_buf: 0
  ctsResizeCount: 0
floorplanning:
  coreArea_mm2: 0.00507
  die-area_mm2: 0.00846
  rows: 26
  dieWidth_um: 92
  ios: 96
  initCoreUtil_pct: 17.7
  die_height_um: 92
power_and_ir_drop:
  switching_share_pct: 25.6
  power.total_w: 0.0000261
  seqPwrFrac_pct: 0
  p_clk_share_pct: 0
  switchingPower_w: 0.00000667
  power_density_mw_per_mm2: 15.3
  pwr-share-comb_pct: 100.0
  ir_worst_vdd_mv: 0.00533
  p_leak_nw: 0.643
  p_int_w: 0.0000194
timing:
  final-hold-violation-count: 0
  slew_violations: 0
  fmax_ghz: 0.0344
  rsz0062_at_grt: "false"
  finalSetupViolCount: 0
  tns_ns: 0
  fin_crit_sh_pct: 72.4
  layout_min_cycle_time_ns: 29.10
  slew_headroom_pct: 90.7
  worstMarginPinSlew_ns: 0.139
setup_path:
  critPathCapture: "sum[31]"
  crit_required_ns: 32.16
  startpoint_type: "input port"
  crit_start: "a[0]"
  crit_top_cell: "fa_1"
  crit_type: "in -> out"
  worst-path-max-fanout: 1
  worst_path_max_delay_cell: "clkdlybuf4s50_1"
  max_stage_delay_ns: 0.47
  cp.arrival_ns: 21.06
  cp-end-kind: "output port"
detailed_routing:
  via_per_inst: 3.49
  final_antenna_net_count: 0
  antennaDiodeCount: 0
  drt_first_pass_iters: 2
  drt-initial-drc-count: 1
  wl_um: 3120
  drc: 0
  wl_per_cell_um: 15.3
  vias: 708
layout:
  areaGrowthSynthToFinish_pct: 90.2
  n_sequential_cell: 0
  final_layout_size_suffix_gt1_share_pct: 0
  flop_area_um2: 0
  clock_buffers: 0
global_route:
  track_usage_pct: 7.25
  antenna_found_initial: 0
  first_global_vias: 877
  grt_pass1_wl_um: 4870
  grt_overflow: 0
  grt_max_degree: 2
run:
  drv_cap: 0
  warning_count: 32
hold_path:
  hold_path_class: "in -> out"
place:
  place.gp.congestion: 0.801
  port_buffers: 96
  hpwlAfterDp_um: 3090
power groups by stage:
stage                 clock [W]  sequential, W  combinational (W)
after CTS                     0              0          0.0000270
final                         0              0          0.0000261
after global routing          0              0          0.0000296
how the worst min path moves through the flow:
| stage | startpoint | end | slack (ns) | cells after the start |
|---|---|---|---|---|
| CTS | b[0] | sum[0] | 17.13 | 3 |
| global route | b[0] | sum[0] | 17.17 | 3 |
| finish | b[0] | sum[0] | 17.12 | 3 |
per-stage QoR:
step / hold slack (ns) / util (%) / area, um^2 / setup slack, ns / cells
finish: 17.12 / 33.6 / 1700 / 11.10 / 203
global route: 17.17 / 33.6 / 1700 / 10.67 / 203
CTS: 17.13 / 33.6 / 1700 / 11.02 / 203
detailed placement: 17.13 / 33.6 / 1700 / 11.01 / 203
global placement: 17.14 / 33.6 / 1700 / 11.07 / 203
floorplan: 16.25 / - / 896 / 12.41 / 69
kinds of logic after synthesis:
group | Yosys count | synth area share, %
xor gates and xnor gates | 1 | 2.65
adders and majority gates | 31 | 68.4
buffers and inverters | 37 | 28.9
worst max-delay path: cells and delay by family:
| family | cells | cell delay, ns |
|---|---|---|
| adder cells (fa/ha/maj) | 31 | 11.84 |
| buffers and inverters | 4 | 0.99 |
| XOR/XNOR | 1 | 0.20 |
layout make-up:
type,instances,area (um^2)
fill,510,3370
timing repair buffer,96,961
multi-input combinational,32,637
tap,70,87.6
inverter,5,18.8
per-layer routing:
metal | track usage (%) | vias up | wire length, um
met3 | 7.74 | 0 | 830
met4 | 0 | 0 | 0
met5 | 0 | - | 0
li1 | - | 300 | -
met2 | 9.47 | 96 | 1070
met1 | 8.57 | 312 | 1220
cell usage in the layout, fill, tap and decap left out, drive strengths merged:
| master | instances |
|---|---|
| clkdlybuf4s50 | 96 |
| inv | 5 |
| xor3 | 1 |
| ha | 1 |
| fa | 30 |
Power and IR drop assume default switching activity.
